## design/flow/design.v

```verilog
module input_control(
	output logic [3:0] key_col,
	input logic [3:0] key_row,
	output logic ev,
	output logic [3:0] row_o,
	output logic [3:0] col_o,
	input clk,
	input reset
);
logic count_en;
reg [3:0] count;
logic [2:0] state, next;
parameter SCAN = 0, EVENT = 1, WAIT_FOR_RELEASE = 2;
always @ (posedge(clk)) begin 
	if(reset == 1'b1)begin  
		count <= 4'b0111;
		row_o <= 4'b1111;
		ev <= 0;
	end
	else if(count_en == 1'b0) begin
		count <= count;
		row_o <= key_row;
	end
	else begin  
		count <= {count[2:0], count[3]};  
	end
end
assign key_col = count;
always @(posedge clk or posedge reset) begin
	if(reset) begin
		state <= SCAN;
	end
	else
		state <= next;
end
assign count_en = (&key_row);
always @ (posedge clk or posedge reset) begin
	if(reset == 1'b1)begin
		ev <= 0;
		col_o <= 4'b1111;
	end
	else begin
		case (state)
			SCAN: begin
				ev <= 1'b0;
			end
			EVENT: begin
				ev <= 1'b1;
				col_o <= key_col; 
			end
			WAIT_FOR_RELEASE: begin
				ev <= 1'b0;
			end
		endcase
	end
end
always_comb begin
	case(state)
		SCAN: begin
			if(!(&key_row))
				next = EVENT;
			else
				next = SCAN;
		end
		EVENT: begin
			if(reset)
				next = SCAN;
			else
				next = WAIT_FOR_RELEASE;
		end
		WAIT_FOR_RELEASE: begin
			if(&key_row)
				next = SCAN;
			else
				next = WAIT_FOR_RELEASE;
		end
		default:
			next = SCAN;
	endcase
end
endmodule
```

## design/flow/run.sh

```bash
#!/bin/bash
# OpenROAD 26Q1-2900-gdf79404cd8, Yosys 0.63+post, stock flow scripts
make -C /OpenROAD-flow-scripts/flow DESIGN_CONFIG=/design/flow/config.mk WORK_HOME=/design/flow/orfs finish
```

## design/flow/config.mk

```make
export PLATFORM = sky130hd
export DESIGN_NAME = input_control
export DESIGN_NICKNAME = input_control
export VERILOG_FILES = /design/flow/design.v
export SDC_FILE = /design/flow/constraint.sdc
export NUM_CORES = 4
export LEC_CHECK = 1
export CORE_AREA = 10 10 73 73
export DIE_AREA = 0 0 83 83
```

## design/flow/constraint.sdc

```tcl
current_design input_control

set clk_period 1.3
set clk_io_pct 0.2

create_clock -name clk0 -period $clk_period [get_ports {clk}]

set non_clock_inputs [all_inputs -no_clocks]
set_input_delay [expr $clk_period * $clk_io_pct] -clock clk0 $non_clock_inputs
set_output_delay [expr $clk_period * $clk_io_pct] -clock clk0 [all_outputs]
```

==> CHANGELOG.md <==
### Physical design

- Tmin final: 1.23 ns
- Area after DPL: roughly 800 um^2
- Post-synth regs: 15
- M3 GR Usage: 1.77%
- Mapped cell area: approximately 580 um^2
- Non-Filler Instances: between 100 and 150
- Number of synthesis warnings: 3
- Total GRT Usage: under 10%
- Fin. Hold Viols: 0
- Clk_skew: 0.000995 ns
- Hold Path Class: input port to asynchronous set/reset pin
- Via/cell ratio: about 3.5
- Worst endpoint required time: 1.04 ns
- Routed len/inst: 11.0 um
- RePlAce Congestion: between 0.6 and 0.7
- Largest net degree at the start of global routing: 14
- Setup crit start kind: flop
- GRT overflow: 0
- Most common logic cells in the final layout: nor2_1 (13), dlygate4sd2_1 (10), dfxtp_2 (7)
- Avg Cell Area, Syn: 11.0 um^2
- Root buf cell: clkbuf_8
- First-pass GRT wire length: between 2 and 2.5 mm
- Late-Pin Clk Latency: ~0.24 ns
- Critical setup path kind: flop to output port
- Core ar.: roughly 0.0037 mm^2
- CTS HTree Levels: 1
- Maximum vdd drop: 0.000651 V
- CTS Buffer Depth: 2
- Yosys stat area: roughly 600 um^2
- CP top delay family: flip-flops
- CP bufs+invs: 1
- Critical Path AT: slightly below 1 ns
- Setup repair after global routing missed its margin: false
- Die Width: approximately 83 um
- Synth Seq Share: approximately three fifths
- Max-slew violations: 0
- Cell total in the yosys stat output: 53
- Post-route ant nets: 0
- Fraction of layout cells with a size suffix above 1: ~34%
- Final core utilization: approximately a quarter
- CTS tree: done
- Met1 global-route usage: ~5.3%
- Dpl hpwl: 1.09 mm
- LEAKAGE: approximately 0.36 nW
- PortBufs: 17
- GRT busiest layer: met2
- Run status: complete, no violations
- Top-area cell share: between 20 and 30%
- Critical Path Source: col_o[0]
- Vias in the first global route: roughly 450
- Top cells, area: dfxtp_1 (27%), dfstp_2 (23%), dfrtp_1 (8.6%), nor2_1 (8.4%), mux2_2 (7.7%)
- Std cell rows: 22
- Crit path cell chain: dlygate4sd2_1
- TritonRoute pass-1 iters: 4
- Cell Type Count: 18
- Final std cell area, no fill: between 800 and 900 um^2
- Max incr delay on CP: between 0.5 and 0.6 ns
- Reg clk slew, reported paths: around 0.060 ns
- Max-cap violations: 0
- Final Setup Violations: 0
- Setup crit end kind: output port
- Leading area contributor after synthesis: dfxtp_1
- RR Startpoint: state[2]
- Initial antenna violation count: 0
- Log Warnings: 25
- Total CTS buffers: 3
- Initial DRC Count: 13
- Initial Util: between 10% and 20%
- Die Area: between 0.006 and 0.007 mm^2
- Hold_buf cts: 0
- DP Cell Count: between 100 and 150
- Final period util: 95.0%
- Pwr Density: approximately 1300 mW/mm^2
- Die Ht: around 83 um
- FILL cells: roughly 410
- Layout area overhead: 49.6%
- Post-synthesis cell count: 53
- Critical path's slowest cell: dfstp_2
- Crit path max fanout: 2
- ANT cells: 0
- Total Wirelength: about 1.4 mm
- Commonest Layout Cell: nor2_1
- Clk sinks: 15
- Via count: between 400 and 500
- IO Count: 19
- M2 GR Usage: approximately 6%
- Upper clock frequency limit: between 800 and 900 MHz
- DRC viols: 0
==> report_power, final <==
part | internal, mW | total (mW) | leakage, nW | switching [mW]
Sequential | 0.549 | 0.577 | 0.144 | 0.0278
Combinational | 0.109 | 0.158 | 0.190 | 0.0496
Clock | 0.212 | 0.357 | 0.0255 | 0.146
Total | 0.869 | 1.09 | 0.359 | 0.223
==> kinds of logic (layout without fill, tap and decap cells) <==
family | after synthesis | after routing | share of synthesized area [%]
buffers and inverters | 4 | 27 | 5.15
AND/OR/NAND/NOR | 19 | 19 | 15.2
multiplexers | 8 | 8 | 14.6
flip-flops | 15 | 15 | 58.6
AND-OR/OR-AND | 6 | 6 | 5.79
other | 1 | 1 | 0.643
==> repair_timing <==
item                       CTS  global route
setup buffers                3             0
setup endpoints to repair   12             2
gates resized               17             2
==> cells in the mapped netlist <==
| cell type | number |
|---|---|
| a21oi_1 | 4 |
| nand2b_1 | 2 |
| mux2i_1 | 4 |
| dfrtp_1 | 2 |
| buf_4 | 2 |
| nand4_1 | 1 |
| nor2_1 | 13 |
| buf_6 | 1 |
| nand2_1 | 1 |
| conb_1 | 1 |
| inv_1 | 1 |
| o21ai_0 | 1 |
| and2_1 | 1 |
| mux2_2 | 4 |
| dfstp_2 | 5 |
| and4_4 | 1 |
| a22o_1 | 1 |
| dfxtp_1 | 8 |
==> flip-flops by register name, summed over array words and instances, names as in the netlist <==
register,cells
col_o,4
state,3
count,4
row_o,4
==> routing by layer <==
metal,up-vias,wire length [um]
met4,0,5
met5,-,0
met2,13,642
met3,2,85
li1,219,-
met1,194,637
==> per-stage QoR <==
stage / setup slack (ns) / hold slack, ns / TNS [ns] / total power [mW]
final: 0.0653 / 0.402 / 0 / 1.09
after global routing: 0.0245 / 0.465 / 0 / 1.16
after CTS: 0.000788 / 0.409 / 0 / 1.11
after detailed placement: -0.0614 / 0.485 / -0.232 / 0.782
after global placement: -0.0384 / 0.486 / -0.149 / 0.776
after floorplan: 0.474 / 0.0683 / 0 / 0.637
==> final cells by class <==
class | count | area (um^2) | share of cell area [%]
sequential | 15 | 350 | 40.2
multi-input combinational | 34 | 211 | 24.2
timing repair buffer | 22 | 200 | 23.0
tap | 48 | 60.1 | 6.89
clock buffer | 3 | 41.3 | 4.73
clock inverter | 1 | 5.00 | 0.574
inverter | 1 | 3.75 | 0.430
==> path summary, 6_finish.rpt <==
check,end,slack [ns],cells past startpoint
min,state[1],0.40,3
min in group clk0,col_o[0],0.50,1
max in group asynchronous,col_o[3],0.70,3
max,col_o[0],0.07,1
max reg2reg,col_o[1],0.41,1
min reg2reg,col_o[0],0.50,1
Power and IR drop assume default switching activity.
