==> /design/flow/design.v <==
module alu (
	input [1:0] op,
	input  signed [35:0] A,
	input  signed [35:0] B,
	output reg [35:0] Y,
	output reg error,
	input clk,
	input reset
);
parameter add = 0;
parameter sub = 1;
parameter mult = 2;
parameter div = 3;
always@ (posedge(clk)) begin
	if(reset==1'b1) begin
		Y <= 0;
		error <= 0;
	end
	else begin
        case(op)
            add: begin
                Y <= A+B;
				error <= 0;
            end
            sub: begin
                Y <= A-B;
				error <= 0;
            end
            mult: begin
                Y <= A*B;
				error <= 0;
            end
            div: begin
				if(B == 0)begin
					Y <= 0;
					error <= 1;
				end
				else begin
					Y <= A/B;
					error <= 0;
				end
            end
				default: begin
					Y <= 0;
					error <= 1;
				end
        endcase
	end
end
endmodule
==> /design/flow/run.sh <==
#!/bin/bash
# OpenROAD 26Q1-2900-gdf79404cd8, Yosys 0.63+post, stock flow scripts
make -C /OpenROAD-flow-scripts/flow DESIGN_CONFIG=/design/flow/config.mk WORK_HOME=/design/flow/orfs finish
==> /design/flow/config.mk <==
export PLATFORM = sky130hd
export DESIGN_NAME = alu
export DESIGN_NICKNAME = alu
export VERILOG_FILES = /design/flow/design.v
export SDC_FILE = /design/flow/constraint.sdc
export NUM_CORES = 4
export LEC_CHECK = 1
export CORE_UTILIZATION = 50
==> /design/flow/constraint.sdc <==
current_design alu

set clk_period 238.7
set clk_io_pct 0.2

create_clock -name clk0 -period $clk_period [get_ports {clk}]

set non_clock_inputs [all_inputs -no_clocks]
set_input_delay [expr $clk_period * $clk_io_pct] -clock clk0 $non_clock_inputs
set_output_delay [expr $clk_period * $clk_io_pct] -clock clk0 [all_outputs]
==> flow_summary.json <==
{
  "outcome": "finished clean",
  "final.setup.tns_ps": 0,
  "arrival_ps": 159720,
  "cts_hold_repair.buffers": 0,
  "grt_remaining_overflow": 0,
  "finalSetupViolCount": 0,
  "synth_xor_xnor_area_share_pct": 9.72,
  "worstPathRequired_ps": 238920,
  "synth.cellmix.simpleShare_pct": 22.4,
  "synth_cells": 8457,
  "seqCellArea_um2": 741,
  "clock_tree.root_cell": "sky130_fd_sc_hd__clkbuf_16",
  "power_per_cell_area_nw_per_um2": 16.7,
  "peakVddDrop_uv": 107,
  "synthFlopType": "sky130_fd_sc_hd__dfxtp_1",
  "yosys-stat-cells": 8457,
  "detail-route-antenna-nets": 0,
  "clk_pin_slew_ps": 100,
  "finalInstanceArea_um2": 65800,
  "holdCritPathClass": "in2reg",
  "core_area_um2": 122000,
  "seqPwrFrac_pct": 1.2,
  "grt_pass1_vias": 61200,
  "port-buffer-count": 112,
  "ys.flops": 37,
  "timing.critical_path.slowest_cell_delay_ps": 920,
  "critPathLaunchType": "input pin",
  "initial_core_util_pct": 50.6,
  "tightest_slew_ps": 1330,
  "max-clock-path-buffers": 2,
  "yosysUniqueCellTypes": 93,
  "slew_violations": 0,
  "drt_iter0_drc": 5895,
  "combGateArea_um2": 57000,
  "fin_crit_sh_pct": 66.8,
  "place_worst_setup_slack_ps": 82270,
  "rsz0062_at_grt": "false",
  "drc": 0,
  "layout.filler_cells": 11700,
  "post_cts_resize_count": 0,
  "hold_depth": 3,
  "path_max_fanout": 37,
  "htree_num_levels": 2,
  "numCtsBuffers": 5,
  "fa_ha_area_share_pct": 35.0,
  "synth_seq_share_pct": 1.20,
  "cp_top_family": "AND-OR/OR-AND gates",
  "chip_width_um": 354,
  "maxCapViolations": 0,
  "timing_worst_setup_path_type": "in2reg",
  "first_pass_iters": 6,
  "power.clock.fraction_pct": 0.8,
  "critical_path.most_common_cell": "sky130_fd_sc_hd__ha_1",
  "hold_ws_ps": 47990,
  "die_h_um": 354,
  "non_filler_instance_count_after_layout": 10100,
  "dpl-instance-area_um2": 65600,
  "clock.fmax_ghz": 0.00627,
  "synth-area-yosys_um2": 61800,
  "crit_path_end_kind": "flop",
  "tritoncts_clock_tree": "done",
  "combinationalPowerShare_pct": 98.1,
  "drive_gt1_share_pct": 6.58,
  "syn_area_per_cell_um2": 7.31,
  "clock_sink_count": 37,
  "power_switching_uw": 661,
  "ys_sh_mux_pct": 2.73,
  "max_slew_margin_pct": 10.3,
  "pin_count": 113,
  "static-leakage-power_uw": 0.0313,
  "internal_portion_of_total_power_uw": 436,
  "hold_path_startpoint": "reset",
  "design.die.area_um2": 125000,
  "largest_net_degree_at_the_start_of_global_routing": 44,
  "postCtsSetupBuffers": 0,
  "global_router_s_overall_resource_usage_pct": 44.5,
  "drt-wirelength-per-cell_um": 27.0,
  "worst_slack_ps": 79210,
  "critPathLaunch": "B[0]",
  "aoi_share_pct": 21.7,
  "hold-path-endpoint": "Y[22]$_SDFF_PP0_",
  "placed_cells_incl_taps": 10100,
  "vias": 63900,
  "syn-cell-area_um2": 61800,
  "area.growth.synth_to_final_pct": 6.47,
  "finalCriticalPeriod_ps": 159490,
  "routed_via_density": 6.34,
  "number_of_warnings_printed_during_yosys_synthesis": 1,
  "grt_pass1_wl_um": 400000,
  "hold_violations": 0,
  "synthArstFlopShare_pct": 0,
  "slowest_stage": "sky130_fd_sc_hd__nor4_1",
  "routed_wl_um": 272000,
  "std_cell_rows": 128,
  "logic_family": "adder cells",
  "gp_routability_congestion": 1.12,
  "critical_path.n_buffers_inverters": 31,
  "switching_part_of_the_total_power_pct": 60.3,
  "dp.final_hpwl_um": 218000,
  "log_warnings": 31,
  "antenna_found_initial": 22,
  "enable_flop_cells": 0
}
-- sequential cells by signal, summed over array words and instances (netlist names) --
| register | count |
|---|---|
| Y | 36 |
| error | 1 |
-- power by group through the flow --
stage	clock network (µW)	logic, µW	registers (µW)
CTS	8.47	1060	12.7
global route	8.47	1180	12.9
finish	8.36	1080	13.0
-- synthesized netlist by cell type, types with 24 or more instances --
cell	count	area [µm²]
sky130_fd_sc_hd__nor3_1	206	1030
sky130_fd_sc_hd__inv_1	817	3070
sky130_fd_sc_hd__nor4_1	53	332
sky130_fd_sc_hd__or2_2	45	282
sky130_fd_sc_hd__nand2_1	1079	4050
sky130_fd_sc_hd__or4_1	24	180
sky130_fd_sc_hd__o31a_1	27	236
sky130_fd_sc_hd__nand2b_1	81	507
sky130_fd_sc_hd__ha_1	877	11000
sky130_fd_sc_hd__o211ai_1	52	390
sky130_fd_sc_hd__a21oi_1	504	2520
sky130_fd_sc_hd__xor2_1	278	2430
sky130_fd_sc_hd__o21bai_1	60	450
sky130_fd_sc_hd__a211oi_1	62	465
sky130_fd_sc_hd__and2_1	233	1460
sky130_fd_sc_hd__mux2i_1	38	380
sky130_fd_sc_hd__o31ai_1	72	541
sky130_fd_sc_hd__or3_1	87	544
sky130_fd_sc_hd__mux2_2	116	1310
sky130_fd_sc_hd__a31oi_1	108	676
sky130_fd_sc_hd__nand3_1	156	781
sky130_fd_sc_hd__fa_1	534	10700
sky130_fd_sc_hd__o21ai_0	357	1790
sky130_fd_sc_hd__dfxtp_1	37	741
sky130_fd_sc_hd__nand4_1	64	400
sky130_fd_sc_hd__o22ai_1	44	275
sky130_fd_sc_hd__a21o_1	231	1730
sky130_fd_sc_hd__xnor2_1	406	3560
sky130_fd_sc_hd__o21a_1	168	1260
sky130_fd_sc_hd__nor2_1	689	2590
sky130_fd_sc_hd__nor2b_1	96	601
sky130_fd_sc_hd__clkbuf_1	300	1130
sky130_fd_sc_hd__and3_1	62	388
sky130_fd_sc_hd__a31o_2	32	280
sky130_fd_sc_hd__buf_1	65	244
-- area by class of cell --
class	instances	share of cell area, %
timing repair buffer	353	4.27
clock inverter	3	0.0266
multi-input combinational	7229	86.6
inverter	818	4.67
tap	1625	3.09
sequential	37	1.13
clock buffer	5	0.190
antenna	10	0.0380
-- per-stage QoR --
step | total power [µW] | utilization (%)
detailed placement | 1070 | 53.7
global placement | 1070 | 53.7
global route | 1200 | 53.8
floorplan | 741 | -
finish | 1100 | 53.9
CTS | 1080 | 53.8
-- layout by cell type, fill, tap and decap left out, types with 81 or more instances in the layout --
| master | synthesis | layout |
|---|---|---|
| sky130_fd_sc_hd__a21o_1 | 231 | 231 |
| sky130_fd_sc_hd__a21oi_1 | 504 | 501 |
| sky130_fd_sc_hd__a31oi_1 | 108 | 106 |
| sky130_fd_sc_hd__and2_1 | 233 | 232 |
| sky130_fd_sc_hd__buf_4 | 0 | 240 |
| sky130_fd_sc_hd__clkdlybuf4s50_1 | 0 | 86 |
| sky130_fd_sc_hd__fa_1 | 534 | 534 |
| sky130_fd_sc_hd__ha_1 | 877 | 877 |
| sky130_fd_sc_hd__inv_1 | 817 | 816 |
| sky130_fd_sc_hd__mux2_2 | 116 | 116 |
| sky130_fd_sc_hd__nand2_1 | 1079 | 1079 |
| sky130_fd_sc_hd__nand2b_1 | 81 | 81 |
| sky130_fd_sc_hd__nand3_1 | 156 | 156 |
| sky130_fd_sc_hd__nor2_1 | 689 | 685 |
| sky130_fd_sc_hd__nor2b_1 | 96 | 96 |
| sky130_fd_sc_hd__nor3_1 | 206 | 201 |
| sky130_fd_sc_hd__o21a_1 | 168 | 168 |
| sky130_fd_sc_hd__o21ai_0 | 357 | 356 |
| sky130_fd_sc_hd__or3_1 | 87 | 86 |
| sky130_fd_sc_hd__xnor2_1 | 406 | 400 |
| sky130_fd_sc_hd__xor2_1 | 278 | 264 |
-- worst max-delay path by stage --
stage | cells past startpoint | to | slack, ps
4_1_cts | 413 | Y[32]$_SDFF_PP0_ | 82160
5_1_grt | 413 | Y[32]$_SDFF_PP0_ | 71890
6_report | 413 | Y[32]$_SDFF_PP0_ | 79210
-- metal layers --
metal | wire, µm | global-route usage (%)
met5 | 216 | 0.906
met4 | 18000 | 22.5
met3 | 33400 | 15.3
met2 | 112000 | 63.4
met1 | 109000 | 60.6
-- cells by family (layout without fill, tap and decap cells) --
logic type	Yosys count	after routing
fa+ha+maj	1411	1411
buf+inv	1191	1179
simple gates	2951	2951
xor+xnor	685	685
other cells	0	10
flops	37	37
mux	154	154
compound gates	2028	2028
-- worst min-delay path, cell delays in order --
cell and delay (ps):
sky130_fd_sc_hd__buf_2 90, sky130_fd_sc_hd__buf_4 280, sky130_fd_sc_hd__nor2_1 170
Power figures rest on the tool's default switching activity, not on a simulated workload.
